===== design/flow/run.sh =====
#!/bin/bash
# OpenROAD 26Q1-2900-gdf79404cd8, Yosys 0.63+post, stock flow scripts
make -C /OpenROAD-flow-scripts/flow DESIGN_CONFIG=/design/flow/config.mk WORK_HOME=/design/flow/orfs finish

===== design/flow/constraint.sdc =====
current_design b7_to_ascii

set clk_period 1.5
set clk_io_pct 0.2

create_clock -name clk0 -period $clk_period [get_ports {clk}]

set non_clock_inputs [all_inputs -no_clocks]
set_input_delay [expr $clk_period * $clk_io_pct] -clock clk0 $non_clock_inputs
set_output_delay [expr $clk_period * $clk_io_pct] -clock clk0 [all_outputs]

===== design/flow/config.mk =====
export PLATFORM = sky130hd
export DESIGN_NAME = b7_to_ascii
export DESIGN_NICKNAME = b7_to_ascii
export VERILOG_FILES = /design/flow/design.v
export SDC_FILE = /design/flow/constraint.sdc
export NUM_CORES = 4
export LEC_CHECK = 1
export CORE_AREA = 10 10 92 92
export DIE_AREA = 0 0 102 102

===== design/flow/design.v =====
module b7_to_ascii (
    rst,clk,in,r_out,on,out
);
    output reg [6:0]r_out;
    output reg on;
    input rst,clk,in;
    reg [2:0]count;
    output reg [6:0]out;
    always @(negedge rst, posedge clk) begin
        if (rst==0) begin
            out=0;
            r_out=0;
            on=0;
            count=0;
        end
        else begin
            if (count <= 6) begin
                if (count==0) begin
                    on=0;
                end
            out=out<<1;
            out[0]=in;
                if (count==6) begin
                on=1;
                end
            count=count+1;
            if (count==7) begin
                r_out=out;
                count=0;
            end
            end
        end
    end
endmodule

==> flow_summary.ini <==
; yosys + openroad results
[critical_path]
path_cells = clkdlybuf4s50_1
start_kind = flop
worstPathArrival_ns = 1.14
startpoint = r_out[1]
cpLargestDelayFamily = buffers and inverters
crit_type = reg -> out
cp_max_fo = 4
worst_setup_path_end_kind = primary output
r2r_start = count[1]
ff2ff_setup_slack_ns = 0.06
cp.required_ns = 1.20
slowest_stage = clkdlybuf4s50_1
critPathBufInv = 1
slowest_delay_ns = 0.50

[synth]
yosys_cells = 99
ys_seq_share_pct = 43.17
numSynthFlops = 18
yosysWarnings = 1
ff_type = dfrtp_1
edf_count = 0
syn_area_mm2 = 0.001044
top_area_share_pct = 43.17
avgSynthCellArea_um2 = 10.54
area_leaders = dfrtp_1 (43%), mux2_2 (7.6%), and4b_1 (6.7%)
yosys-top-cells-count = dfrtp_1 (18), nand2_1 (9)
largest_area_cell = dfrtp_1
most_common_cell = dfrtp_1
ys_area_mm2 = 0.001044
yosysUniqueCellTypes = 23
synth_cells = 99
synthArstFlopShare_pct = 100.0

[run_status]
outcome = finished, final reports clean

[final_timing]
hold_violations = 0
max_freq_ghz = 0.6925
fin_skew_ns = 0.002060
period_used_pct = 96.27
relSlewSlack_pct = 72.95
min_period_ns = 1.444
rsz0062_at_grt = true
worst_pin_slew_ns = 0.4053
slew_violations = 0
setup_viol = 0

[finish]
layout-area-overhead-vs-synth_pct = 46.04
stdcell_area_mm2 = 0.001524
drive_above_1_share_pct = 35.34

[clock_network]
cts_buffers = 3
h-tree-depth = 1
insertion_delay_ns = 0.25
ctsHoldBuffers = 0
root_buffer = clkbuf_8
path_clk_slew_ns = 0.07
cts_tree = built
cts.sinks = 18
clockBufferDepth = 2

[floorplan]
ios = 18
dieHeight_um = 102
fp_util_pct = 16.16
chipArea_mm2 = 0.01040
rows = 29
dieWidth_um = 102
coreArea_mm2 = 0.006459

[grt]
antenna_found_initial = 0
grt_pass1_vias = 863
grt-ovfl-total = 0
gr-usage-all-layers_pct = 5.176
grt_first_pass_wirelength_um = 4360
grt_max_degree = 19

[placement]
gp_congestion = 0.7608
portBuffers = 17
placed_cell_area_mm2 = 0.001351
hpwl_um = 1880

[routing]
antenna-diode-count = 0
drt-pass1-iter-count = 4
final_antenna_net_count = 0
vias = 874
route.detailed.drc = 0
drt_iter0_drc = 54
avgRoutedWirePerCell_um = 12.39
wirelength_um = 2602
routed_via_density = 4.162

[power_and_ir_drop]
powerDensity_mw_per_mm2 = 652.0
ir_drop_mv = 0.5257
power_mw = 0.9936
leakagePower_nw = 0.6711

[job]
drv_cap = 0
warnings = 29

[worst_hold_path]
hold_class = in -> async
==> placed cells by master (no fill, tap or decap), types with 3 or more instances in the layout <==
| cell | synthesis | routed |
|---|---|---|
| and4b_1 | 7 | 7 |
| mux2_2 | 7 | 6 |
| clkdlybuf4s50_1 | 0 | 15 |
| o211ai_1 | 7 | 7 |
| nand4_1 | 7 | 7 |
| o21ai_0 | 4 | 4 |
| nand2_1 | 9 | 9 |
| nor2b_1 | 7 | 7 |
| a211oi_2 | 0 | 4 |
| clkbuf_8 | 0 | 4 |
| buf_4 | 3 | 19 |
| a211oi_1 | 7 | 3 |
| ha_2 | 0 | 3 |
| dfrtp_1 | 18 | 16 |
==> power by group <==
part / internal [mW] / switching (mW)
Combinational: 0.0570 / 0.0277
Sequential: 0.501 / 0.0134
Clock: 0.233 / 0.162
Total: 0.791 / 0.203
==> metrics by stage <==
step / setup slack, ns / cells / utilization (%) / setup TNS [ns] / hold WS (ns)
2_1_floorplan: 0.03780 / 99 / - / 0 / 0.004409
3_3_place_gp: -0.05408 / 198 / 20.92 / -0.3589 / 0.4887
6_report: 0.05596 / 210 / 23.60 / 0 / 0.3739
5_1_grt: -0.01437 / 210 / 23.60 / -0.02417 / 0.4052
4_1_cts: 0.0001684 / 202 / 21.89 / 0 / 0.3774
3_5_place_dp: -0.06955 / 198 / 20.92 / -0.4716 / 0.5041
==> worst reg2reg max path: stages, from the launching register on <==
cell,delay (ns)
dfrtp_2,0.44
ha_2,0.22
buf_4,0.15
and4b_1,0.18
a211oi_1,0.22
o211ai_1,0.12
==> path summary, 6_finish.rpt <==
check	cells after the start	endpoint
max in group asynchronous	2	count[1]
min reg2reg	1	out[6]
max reg2reg	5	r_out[0]
max	1	r_out[1]
min in group clk0	1	out[6]
min	2	out[6]
==> per-layer routing <==
layer | GRT usage (%) | share of wire (%) | vias up
met3 | 1.840 | 5.6 | 2
met2 | 7.556 | 41 | 16
li1 | - | - | 442
met5 | 0 | 0 | -
met1 | 7.570 | 53 | 414
met4 | 0.2169 | 0.23 | 0
==> timing repair <==
action	CTS	global route
endpoints found under the setup margin	14	22
gates resized	2	16
pin swaps	0	3
buffers inserted	0	8
==> state kept, by name, indices dropped and copies added (netlist names) <==
name / count
count: 3
r_out: 7
out: 7
on: 1
==> cell families (layout without fill, tap and decap cells) <==
| kind of cell | Yosys count | count (layout) | synth area share [%] |
|---|---|---|---|
| and+or+nand+nor | 37 | 37 | 22.30 |
| AOI/OAI and AO/OA | 23 | 23 | 16.43 |
| DFF | 18 | 18 | 43.17 |
| buffers and inverters | 10 | 44 | 5.755 |
| muxes | 7 | 7 | 7.554 |
| adders and majority gates | 4 | 4 | 4.796 |
==> layout make-up <==
type / count / area, um2
Clock buffer: 4 / 55.05
Fill cell: 691 / 4935
Inverter: 3 / 11.26
Multi-Input combinational cell: 71 / 579.3
Sequential cell: 18 / 452.9
Tap cell: 77 / 96.34
Timing Repair Buffer: 37 / 329.1
No activity file was given, so power comes from the tool's default toggle rates.
