[flow/design.v]
module comparator (
    in1,in2,g,e,l
);
    input [7:0]in1,in2;
    output g,e,l;
    assign {g,e,l} = (in1>in2) ? 3'b100 : ( (in1==in2) ? 3'b010 : 3'b001);
endmodule
module encoder (g,e,l,out);
    input g,e,l;
    output reg [1:0] out;
    always @(g,e,l) begin
        if (g==1) 
            out=2'b01;
        else if (e==0)
            out=2'b00;
        else
            out=2'b10;
    end
endmodule
module top(in1,in2,out);
    input [7:0]in1,in2;
    output [1:0]out;
    wire g,e,l;
    comparator cp1(in1,in2,g,e,l);
    encoder ec1(g,e,l,out);
endmodule
[flow/run.sh]
#!/bin/bash
# OpenROAD 26Q1-2900-gdf79404cd8, Yosys 0.63+post, stock flow scripts
make -C /OpenROAD-flow-scripts/flow DESIGN_CONFIG=/design/flow/config.mk WORK_HOME=/design/flow/orfs finish
[flow/config.mk]
export PLATFORM = sky130hd
export DESIGN_NAME = top
export DESIGN_NICKNAME = top
export VERILOG_FILES = /design/flow/design.v
export SDC_FILE = /design/flow/constraint.sdc
export NUM_CORES = 4
export LEC_CHECK = 1
export CORE_AREA = 10 10 70 70
export DIE_AREA = 0 0 80 80
[flow/constraint.sdc]
current_design top

set clk_period 1.8
set clk_io_pct 0.2

create_clock -name clk0 -period $clk_period

set non_clock_inputs [all_inputs -no_clocks]
set_input_delay [expr $clk_period * $clk_io_pct] -clock clk0 $non_clock_inputs
set_output_delay [expr $clk_period * $clk_io_pct] -clock clk0 [all_outputs]
==> Changelog: implementation <==
### Changed

- Pwr dens: around 210 nW/um2
- Max FO, Critical Path: 2
- Drt pass-1 iters: 3
- Ys Warns: 1
- Port buffer count: 18
- Flops: 0
- Fin Setup TNS: 0 ps
- Status: completed
- Final Slew Violations: 0
- Syn Inst Count: 29
- I/O pins: 18
- Worst Hold Class: input pin to primary output
- Fp util: 6.667%
- Post-DP HPWL: 662.2 um
- Antenna violations before repair: 0
- Starting DRT DRC Count: 6
- Final hold viol count: 0
- Fmax: 570.7 MHz
- Placement row count: 21
- Area growth, synth to finish: 124.7%
- Chip width: 80 um
- Synth Seq Share: 0%
- PnR Total Power: approximately 0.00011 W
- Cell area after synthesis: 227.7 um2
- WL/cell: 8.447 um
- Post-synth cell types: 13
- Startpoint types: input pin
- Leading area contributor after synthesis: ha_1
- Syn avg cell area: ~7.9 um2
- FF/Latch Area: 0 um2
- Complex Gates by Area: a little over a fifth
- Adder share: between 40% and 50%
- Top cell area share: between 40% and 50%
- Unrepaired setup endpoints after global routing: false
- Vias per inst: 2.787
- GRT Overall Usage: 2.401%
- Post-route ant nets: 0
- Worst setup margin: 47.63 ps
- Residual DRC: 0
- Clock buffer cells: 0
- Log Warnings: 32
- Post-Route WL: just under 800 um
- Final period utilization: 97.35%
- Gr ovfl total: 0
- Crit. End Element: primary output
- Synth mux share: 0%
- Die area: 6400 um2
- Worst-margin pin slew: 180.1 ps
- Yosys chip area: 227.7 um2
- Number of max-cap violations: 0
- Crit path DAT: 1390 ps
- Global-route wire length before repair: roughly 1.3 mm
- Chip Height: approximately 80 um
- Place WS: -655.2 ps
- Vias in the first global route: 275
- Yosys xor share: 0%
- Hold-fix buffers, CTS: 0
- Largest net degree at the start of global routing: 4
- Final setup viols: 0
- Main logic family: adder cells
- Post-layout util: 14.98%
- Static leakage power: 0.2181 nW
- Final min period: 1752 ps
- Total number of vias: 262
- Commonest cells post-synth: ha_1, inv_1, a21oi_1
- Cell area leaders: ha_1, inv_1, a21oi_1
- Setup CP Type: input pin to primary output
- WP data required: 1440 ps
- Yosys simple share: 17.58%
- Hold_ws: 1303 ps
- Routability cong.: 0.7998
- Slew HR: 87.87%
- # diodes: 0
- CORE AREA: 3416 um2
- # Cells Yosys: 29
- Worst VDD drop: slightly below 60 uV
- Layout cell share with drive strength beyond 1: 64.58%
-- worst paths after layout --
kind / from / slack, ps / to / cells after the start
max: in2[5] / 50 / out[0] / 8
min: in1[6] / 1300 / out[0] / 6
-- cell usage in the layout, fill, tap and decap left out, drive strengths merged --
master,instances
dlygate4sd2,5
clkdlybuf4s15,2
nor2,1
o22a,1
ha,8
inv,8
buf,5
nor2b,1
o211ai,1
nand2,1
nand4,2
clkbuf,8
a21oi,4
o21ai,1
-- worst max-delay path: stages --
cell and delay (ps):
clkdlybuf4s15_1 180, inv_2 40, ha_4 270, nand4_4 90, buf_6 130, a21oi_2 100, o22a_1 120, buf_2 100
-- metrics by stage --
step	cell area, um2	cells
floorplan	227.7	29
global placement	457.9	92
detailed placement	457.9	92
CTS	553.0	94
global route	511.7	94
finish	511.7	94
-- timing repair --
item,in CTS,in global routing
pin swaps,12,9
endpoints found under the setup margin,2,2
buffers inserted,3,0
gates resized,46,13
-- where the power goes --
part,internal [W],total [W],switching (W)
sequential,0,0,0
combinational,0.0000621,0.000108,0.0000459
clock,0,0,0
total,0.0000621,0.000108,0.0000459
-- cells by family after synthesis --
group / after synthesis
adder cells (fa/ha/maj): 8
buffers and inverters: 9
AND/OR/NAND/NOR: 5
AND-OR/OR-AND: 7
-- per-layer routing --
metal | vias up | GRT usage (%) | part of all wire [%]
met2 | 18 | 2.488 | 27
li1 | 138 | - | -
met1 | 106 | 4.153 | 53
met5 | - | 0 | 0
met3 | 0 | 1.136 | 20
met4 | 0 | 0 | 0
-- final cells by class --
| class | instances | area, um2 |
|---|---|---|
| fillers | 400 | 2904 |
| well taps | 46 | 57.56 |
| multi-input cells | 20 | 286.5 |
| inverters | 8 | 30.03 |
| repair buffers | 20 | 137.6 |
Power figures rest on the tool's default switching activity, not on a simulated workload.
