==> /design/flow/design.v <==
module mux_16bit(a,b,c,d,sel,out);
    input[15:0]a,b,c,d;
    input [1:0]sel;
    output [15:0]out;
    assign out=sel[1] ? (sel[0] ? a:b) : (sel[0] ? c:d);
endmodule
module mux_1bit(a,b,c,d,sel,out);
    input a,b,c,d;
    input [1:0]sel;
    output out;
    assign out = sel[1] ? (sel[0] ? a:b) : (sel[0] ? c:d);
endmodule
module fa1(a,b,cin,cout,s);
    input a,b,cin;
    output cout,s;
    wire w1,w2,w3;
    xor a1(w1,a,b);
    and a2(w2,a,b);
    and a3(w3,cin,w1);
    xor a4(s,w1,cin);
    or a5(cout,w3,w2);
endmodule
module sp_mux2_1 ( 
    a,b,out
);
    input [15:0]a;
    input b;
    output [15:0] out;
    assign out = b?a:0;
endmodule
module fa4(a,b,cin,cout,s);
    input [3:0]a,b;
    input cin;
    output cout;
    output [3:0] s;
    wire c1,c2,c3;
    fa1 a1(a[0],b[0],cin,c1,s[0]);
    fa1 a2(a[1],b[1],c1,c2,s[1]);
    fa1 a3(a[2],b[2],c2,c3,s[2]);
    fa1 a4(a[3],b[3],c3,cout,s[3]);
endmodule
module fa16(a,b,cin,cout,s);
    input [15:0]a,b;
    input cin;
    output cout;
    output [15:0]s;
    wire c1,c2,c3;
    fa4 a41(a[3:0],b[3:0],cin,c1,s[3:0]);
    fa4 a42(a[7:4],b[7:4],c1,c2,s[7:4]);
    fa4 a43(a[11:8],b[11:8],c2,c3,s[11:8]);
    fa4 a44(a[15:12],b[15:12],c3,cout,s[15:12]);
endmodule
module fa32(a,b,cin,cout,s);
    input [31:0]a,b;
    input cin;
    output cout;
    output [31:0]s;
    wire c1;
    fa16 a16_1(a[15:0],b[15:0],cin,c1,s[15:0]);
    fa16 a16_2(a[31:16],b[31:16],c1,cout,s[31:16]);
endmodule
module sub4(a,b,cin,sel,cout,ov,s);
    input [3:0]a,b;
    input cin,sel;
    output cout,ov;
    output [3:0] s;
    wire c1,c2,c3;
    fa1 sa1(a[0],b[0]^sel,cin,c1,s[0]);
    fa1 sa2(a[1],b[1]^sel,c1,c2,s[1]);
    fa1 sa3(a[2],b[2]^sel,c2,c3,s[2]);
    fa1 sa4(a[3],b[3]^sel,c3,cout,s[3]);
    xor ov2 (ov,cout,c3);
endmodule
module sub16(a,b,ov,s);
    input [15:0]a,b;
    output ov;
    output [15:0]s;
    wire c1,c2,c3;
    sub4 s1(a[3:0],b[3:0],1'b1,1'b1,c1,,s[3:0]);
    sub4 s2(a[7:4],b[7:4],c1,1'b1,c2,,s[7:4]);
    sub4 s3(a[11:8],b[11:8],c2,1'b1,c3,,s[11:8]);
    sub4 s4(a[15:12],b[15:12],c3,1'b1,,ov,s[15:12]);
endmodule
module multiplyer(a,b,cin,cout,s);
    input [15:0]a,b;
    input cin;
    output cout;
    output [15:0]s;
    wire [15:0] aug [15:0];
    wire [31:0] shift [15:0];
    wire [31:0] partial_add[14:0];
    wire [15:0]c32_out;
    sp_mux2_1 sp1(a,b[0],aug[0]);
    sp_mux2_1 sp2(a,b[1],aug[1]);
    sp_mux2_1 sp3(a,b[2],aug[2]);
    sp_mux2_1 sp4(a,b[3],aug[3]);
    sp_mux2_1 sp5(a,b[4],aug[4]);
    sp_mux2_1 sp6(a,b[5],aug[5]);
    sp_mux2_1 sp7(a,b[6],aug[6]);
    sp_mux2_1 sp8(a,b[7],aug[7]);
    sp_mux2_1 sp9(a,b[8],aug[8]);
    sp_mux2_1 sp10(a,b[9],aug[9]);
    sp_mux2_1 sp11(a,b[10],aug[10]);
    sp_mux2_1 sp12(a,b[11],aug[11]);
    sp_mux2_1 sp13(a,b[12],aug[12]);
    sp_mux2_1 sp14(a,b[13],aug[13]);
    sp_mux2_1 sp15(a,b[14],aug[14]);
    sp_mux2_1 sp16(a,b[15],aug[15]);
    assign shift[0]=aug[0];
    assign shift[1]=aug[1]<<1;
    assign shift[2]=aug[2]<<2;
    assign shift[3]=aug[3]<<3;
    assign shift[4]=aug[4]<<4;
    assign shift[5]=aug[5]<<5;
    assign shift[6]=aug[6]<<6;
    assign shift[7]=aug[7]<<7;
    assign shift[8]=aug[8]<<8;
    assign shift[9]=aug[9]<<9;
    assign shift[10]=aug[10]<<10;
    assign shift[11]=aug[11]<<11;
    assign shift[12]=aug[12]<<12;
    assign shift[13]=aug[13]<<13;
    assign shift[14]=aug[14]<<14;
    assign shift[15]=aug[15]<<15;
    fa32 f32_0(shift[0],shift[1],1'b0,,partial_add[0]);
    fa32 f32_1(partial_add[0],shift[2],1'b0,,partial_add[1]);
    fa32 f32_2(partial_add[1],shift[3],1'b0,,partial_add[2]);
    fa32 f32_3(partial_add[2],shift[4],1'b0,,partial_add[3]);
    fa32 f32_4(partial_add[3],shift[5],1'b0,,partial_add[4]);
    fa32 f32_5(partial_add[4],shift[6],1'b0,,partial_add[5]);
    fa32 f32_6(partial_add[5],shift[7],1'b0,,partial_add[6]);
    fa32 f32_7(partial_add[6],shift[8],1'b0,,partial_add[7]);
    fa32 f32_8(partial_add[7],shift[9],1'b0,,partial_add[8]);
    fa32 f32_9(partial_add[8],shift[10],1'b0,,partial_add[9]);
    fa32 f32_10(partial_add[9],shift[11],1'b0,,partial_add[10]);
    fa32 f32_11(partial_add[10],shift[12],1'b0,,partial_add[11]);
    fa32 f32_12(partial_add[11],shift[13],1'b0,,partial_add[12]);
    fa32 f32_13(partial_add[12],shift[14],1'b0,,partial_add[13]);
    fa32 f32_14(partial_add[13],shift[15],1'b0,,partial_add[14]);
    assign s=partial_add[14][15:0];
    assign cout=(partial_add[14][31:16]==0)?0:1;
endmodule
module divider(a,b,out,ov);
    input [15:0]a,b;
    output [15:0]out;
    output ov;
    reg [31:0] temp;
    reg [15:0] q;
    reg [15:0] dividor;
    always @(a,b) begin
        q=a;
        dividor=b;
        temp={16'b0,q};
        repeat (16) begin
            if (temp[31:16] < dividor ) begin  
                temp=temp<<1;
                if (temp[31:16]>=dividor) begin  
                    temp[0]=1;
                    temp[31:16]=temp[31:16]-dividor;
                end
        end
    end
end
    assign out=temp[15:0];
    assign ov= (b==0)?1:0;
endmodule
module ALU16bit(a,b,sel,ov,out);
    input [15:0]a,b;
    input [1:0]sel;
    output ov;
    output [15:0]out;
    wire [15:0] add,sub,mul,div;
    wire ov1,ov2,ov3,ov4;
    fa16 alu_add(a,b,1'b0,ov1,add);
    sub16 alu_sub(a,b,ov2,sub);
    multiplyer alu_mul(a,b,1'b0,ov3,mul);
    divider alu_div(a,b,div,ov4);
    mux_16bit alu_mux16(div,mul,sub,add,sel,out);
    mux_1bit alu_mux1(ov4,ov3,ov2,ov1,sel,ov);
endmodule
==> /design/flow/run.sh <==
#!/bin/bash
# OpenROAD 26Q1-2900-gdf79404cd8, Yosys 0.63+post, stock flow scripts
make -C /OpenROAD-flow-scripts/flow DESIGN_CONFIG=/design/flow/config.mk WORK_HOME=/design/flow/orfs finish
==> /design/flow/config.mk <==
export PLATFORM = sky130hd
export DESIGN_NAME = ALU16bit
export DESIGN_NICKNAME = ALU16bit
export VERILOG_FILES = /design/flow/design.v
export SDC_FILE = /design/flow/constraint.sdc
export NUM_CORES = 4
export LEC_CHECK = 1
export CORE_UTILIZATION = 40
==> /design/flow/constraint.sdc <==
current_design ALU16bit

set clk_period 74.3
set clk_io_pct 0.2

create_clock -name clk0 -period $clk_period

set non_clock_inputs [all_inputs -no_clocks]
set_input_delay [expr $clk_period * $clk_io_pct] -clock clk0 $non_clock_inputs
set_output_delay [expr $clk_period * $clk_io_pct] -clock clk0 [all_outputs]
==> flow_summary.ini <==
; yosys + openroad results
[run_status]
outcome = complete, no violations

[timing]
finalHoldViolCount = 0
finalSetupTns_ns = 0
rsz0062_at_grt = yes
period_needed_ns = 72.59
slew_violations = 0
slew_headroom_pct = 49.5
period_used_pct = 97.7
fmax_ghz = 0.0138
worst_pin_slew_ns = 0.750
setup_viol_count_final = 0
final.setup.worst_slack_ns = 1.71

[placement]
hpwl_um = 93000
gp_congestion = 0.988
port_buffers = 51
dp_slack_ns = -3.34

[yosys]
yosys_warnings = 2
synth_cell_type_count = 101
yosys_cells = 4043
synth_top_cell_by_area = ha_1
syn_inst = 4043
ys_chip_area_um2 = 30800
area_leaders = ha_1 (20%), fa_1 (17%), nor2_1 (5.7%)
yosysMostFrequentCell = ha_1
synth_top_area_share_pct = 20.3
ys_seq_share_pct = 0
syn_area_per_cell_um2 = 7.63
syn_area_um2 = 30800
ys_top_cells_by_count = ha_1 (501), nor2_1 (465), nand2_1 (306)

[setup_path]
crit_type = input port to output pin
slowest_delay_ns = 0.54
crit_top_cell = buf_4
critPathLaunch = b[3]
cp_slowest_cell = or4b_4
cp.arrival_ns = 57.73
cp_max_fo = 16
end_kind = output pin
cp-start-kind = input port
crit_required_ns = 59.44

[finish]
n_sequential_cell = 0
fillers = 6581
drive_gt1_share_pct = 34.6
seq_area_um2 = 0
nClkBuffers = 0
area_growth_pct = 45.1

[hold_path]
hold_class = input port to output pin
hold_start = b[4]

[detailed_routing]
drt_pass1_iterations = 5
post-route-drc-count = 0
wl_per_cell_um = 17.9
ant_nets = 0
via_count = 35023
n_antenna_cell = 0
routed-wl-met2_um = 51200
wl_met1_um = 52300
first_iter_violations = 1887
via_per_inst = 5.48
top_layer = met5
wirelength_um = 114000
met3_length_um = 8320

[floorplanning]
fp.coreArea_um2 = 76100
dieHeight_um = 280
top_level_ports = 51
fp_util_pct = 40.5
die_x_um = 280
rows = 101
chipArea_um2 = 78200

[grt]
grtUsageTotal_pct = 29.6
grt_pass1_vias = 33352
grt_remaining_overflow = 0
grt_max_degree = 30
grt_pass1_wl_um = 179000
antenna_found_initial = 3

[job]
cap_violations = 0
warnings = 50
layout make-up:
class / count / area (µm²) / area share (%)
inverter: 273 / 1030 / 2.30
multi-input combinational: 3614 / 31000 / 69.4
tap: 1030 / 1290 / 2.88
timing repair buffer: 1475 / 11400 / 25.5
cell usage in the layout (no fill, tap or decap), drive strengths merged, types with 57 or more instances in the layout:
| cell | netlist | final |
|---|---|---|
| nor2 | 465 | 465 |
| nand4 | 88 | 88 |
| xnor2 | 81 | 81 |
| inv | 272 | 271 |
| nor2b | 68 | 68 |
| nand2 | 308 | 308 |
| fa | 267 | 267 |
| mux2i | 173 | 173 |
| nor3 | 63 | 63 |
| nand2b | 83 | 83 |
| a21o | 172 | 172 |
| buf | 63 | 1428 |
| o21ai | 258 | 259 |
| a21oi | 249 | 249 |
| and2 | 57 | 57 |
| ha | 501 | 501 |
| a211oi | 61 | 61 |
metal layers:
metal / track usage [%] / up-vias
met3: 6.11 / 120
met1: 42.2 / 16564
met5: 1.44 / -
met2: 47.2 / 932
li1: - / 17403
met4: 4.62 / 4
final timing paths:
path,endpoint,slack [ns],depth (start not counted)
setup / recovery,out[0],1.71,283
hold / removal,out[4],30.73,6
through the flow:
stage | instance area (µm²) | hold slack (ns) | std cells | util, %
after floorplan | 31000 | 29.93 | 4043 | -
after global placement | 41500 | 30.95 | 6208 | 54.6
after detailed placement | 41500 | 30.95 | 6208 | 54.6
after CTS | 42800 | 30.97 | 6321 | 56.3
after global routing | 44800 | 30.75 | 6392 | 58.8
final | 44800 | 30.73 | 6392 | 58.8
kinds of logic after synthesis:
logic type      count (synthesis)  share of synthesized area [%]
mux                           220                           7.41
xor+xnor                      118                           3.35
compound gates               1188                           26.0
simple gates                 1318                           20.2
fa+ha+maj                     769                           37.7
buf+inv                       430                           5.33
critical path: cells and delay by family:
family / cells / cell delay [ns]
AOI/OAI and AO/OA: 123 / 19.20
xor gates and xnor gates: 1 / 0.15
adders and majority gates: 16 / 3.87
buffers and inverters: 74 / 9.45
muxes: 4 / 0.77
and+or+nand+nor: 65 / 9.37
timing repair:
item	CTS	global route
setup buffers	111	70
endpoints found under the setup margin	16	16
pin swaps	74	189
gates cloned	2	1
resized	190	362
hold buffers	0	0
